<file path="flow/run.sh">
#!/bin/bash
# OpenROAD 26Q1-2900-gdf79404cd8, Yosys 0.63+post, stock flow scripts
make -C /OpenROAD-flow-scripts/flow DESIGN_CONFIG=/design/flow/config.mk WORK_HOME=/design/flow/orfs finish
</file>
<file path="flow/config.mk">
export PLATFORM = sky130hd
export DESIGN_NAME = fourBitConverter
export DESIGN_NICKNAME = fourBitConverter
export VERILOG_FILES = /design/flow/design.v
export SDC_FILE = /design/flow/constraint.sdc
export NUM_CORES = 4
export LEC_CHECK = 1
export CORE_AREA = 10 10 70 70
export DIE_AREA = 0 0 80 80
</file>
<file path="flow/constraint.sdc">
current_design fourBitConverter

set clk_period 1.0
set clk_io_pct 0.2

create_clock -name clk0 -period $clk_period

set non_clock_inputs [all_inputs -no_clocks]
set_input_delay [expr $clk_period * $clk_io_pct] -clock clk0 $non_clock_inputs
set_output_delay [expr $clk_period * $clk_io_pct] -clock clk0 [all_outputs]
</file>
<file path="flow/design.v">
`timescale 1ns / 1ps
module fourBitConverter(ai,bi,ci,di,a,b,c,d,e,f,g);
input ai,bi,ci,di;
output a,b,c,d,e,f,g;
assign a = ci || ai || ((~bi) && (~di)) || (bi && di);
assign b = (~bi) || ((~ci) && (~di)) || (ci && di);
assign c = (~ci) || di || bi;
assign d = ai || ((~bi) && (~di)) || ((~bi) && ci) || (ci && (~di)) || (bi && (~ci) && di);
assign e = (~bi && (~di)) || (ci && (~di));
assign f = ai || ((~ci) && (~di)) || (bi && (~ci)) || ((bi) && (~di));
assign g = ai || ((~bi) && ci) || (ci && (~di)) || (bi && (~ci)); 
endmodule
</file>
==> run_results.csv <==
group,metric,value,unit
placed_design,numPortBuffers,11,
global_routing,grt_util_all_layers,1.89,%
synth,synthesis.instances,19,
global_routing,grt_max_degree,8,
die,dieArea,0.00640,mm2
drt,routed_wl,582,um
outcome,violations,"setup timing",
synth,simple_gate_share,33.0,%
synth,top_cells_by_count,"inv_1, nand2_1, xor2_1",
setup_path,cp_data_arrival_time,1.03,ns
setup_path,cp.required,0.80,ns
drt,drc_errors,0,
power,p_per_area,333,mW/mm2
die,die_x,80,um
power,leakage,0.151,nW
power,total_power,0.116,mW
placed_design,dp_hpwl,484,um
drt,drtIter0Drc,0,
final_timing,final_hold_viol_count,0,
setup_path,crit_type,"input pin to output pin",
die,ios,11,
synth,top_area_share,14.4,%
placed_design,placed_cell_area,323,um2
setup_path,cp_max_fo,2,
setup_path,path_buffers,2,
setup_path,cp-start-kind,"input pin",
power,ir_drop,44.5,uV
synth,largest_area_cell,"xor2_1",
drt,final_antenna_net_count,0,
final_timing,grt_setup_unrepaired,"yes",
setup_path,slowest_stage,"or4b_4",
setup_path,path_cells,"buf_6 > or4b_4 > o31a_1 > buf_2",
worst_hold_path,min-delay-start,"bi",
setup_path,endpoint_kind,"output pin",
final_timing,fmax,815,MHz
drt,detail_route.antenna_diodes,0,
finish,register_area,0,um2
final_timing,timing.hold.ws,0.645,ns
job,maxCapViolations,0,
synth,synth_cell_types,15,
cts,postCtsHoldBufs,0,
final_timing,period_needed,1.23,ns
final_timing,tightest_slew,0.132,ns
final_timing,slew_violations,0,
synth,synth_area,121,um2
synth,yosys-top-cells-area,"xor2_1, buf_6, inv_1",
global_routing,grt_pass1_wl,1.01,mm
worst_hold_path,hp-class,"input pin to output pin",
die,dieHeight,80,um
synth,ys_area,121,um2
synth,ys_cells,19,
job,log.warning_count,35,
global_routing,first_global_vias,198,
synth,muxShareOfSynthArea,0,%
finish,clkbuf_count,0,
drt,firstDrtPassIters,1,
worst_hold_path,hold_end,"e",
setup_path,critPathTopFamily,"simple AND/OR/NAND/NOR gates",
placed_design,gp_congestion,0.777,
drt,dr_total_vias,191,
die,initCoreUtil,3.55,%
die,rows,21,
final_timing,min_period_over_period,123,%
die,core_area,0.00342,mm2
finish,fin_area,349,um2
synth,avgSynthCellArea,6.39,um2
synth,ys_seq_share,0,%
finish,drive_above_1_share,67.6,%
final_timing,layout_setup_ws,-0.227,ns
drt,vias_per_cell,2.30,
synth,ys_warn_count,0,
finish,syn2layout_area_growth,188,%
synth,synthTopLogicFamily,"simple AND/OR/NAND/NOR gates",
outcome,outcome,"complete, but fails checks",
synth,synthAdderAreaFrac,0,%
setup_path,critical_path.max_stage_delay,0.51,ns
synth,synthMostInstantiatedCell,"inv_1",
global_routing,antenna_found_initial,0,
drt,wl_per_cell,7.01,um
synth,synthAoiAreaFrac,27.8,%
global_routing,globalRouteOverflowTotal,0,
final_timing,setup_violations,5,
worst_hold_path,whs_path_depth,3,
final_timing,maxSlewHeadroom,91.2,%
placed_design,dp_slack,-0.943,ns
finish,flop-count,0,
synth,xor_share,14.4,%
timing repair:
item / in CTS / in global routing
pin swaps: 8 / 4
gates resized: 49 / 8
endpoints found under the setup margin: 7 / 6
cloned: 0 / 0
setup buffers: 2 / 0
hold endpoints to repair: 0 / 0
how the worst max path moves through the flow:
| stage | startpoint | endpoint | slack [ns] | depth (start not counted) |
|---|---|---|---|---|
| after CTS | ci | d | -0.24 | 4 |
| after global routing | ai | d | -0.27 | 4 |
| final | ai | d | -0.23 | 4 |
tightest hold or removal path: cells and delay by family:
kind,cells,cell delay [ns]
buffers and inverters,2,0.19
AOI/OAI and AO/OA,1,0.05
cells by family after synthesis:
| family | count (synthesis) |
|---|---|
| buf+inv | 5 |
| simple gates | 7 |
| compound gates | 5 |
| xor+xnor | 2 |
layout make-up:
class | count | area (um2)
Fill cell | 408 | 3070
Tap cell | 46 | 57.6
Inverter | 3 | 11.3
Timing Repair Buffer | 20 | 166
Multi-Input combinational cell | 14 | 114
per-layer routing:
layer	vias to the layer above	GRT usage [%]	routed length (um)
met2	7	3.45	265
met1	86	2.18	250
li1	98	-	-
met5	-	0	0
met3	0	0.682	66
met4	0	0	0
placed cells by master (no fill, tap or decap), drive strengths merged, types with 2 or more instances in the layout:
cell type,n
buf,19
inv,3
nand2,2
xor2,2
power by group:
group / total (mW) / internal [mW] / switching (mW)
sequential: 0 / 0 / 0
clock: 0 / 0 / 0
combinational: 0.116 / 0.0749 / 0.0413
through the flow:
step / setup TNS (ns) / util, % / cells
6_report: -0.434 / 10.2 / 83
5_1_grt: -0.636 / 10.2 / 83
4_1_cts: -0.513 / 9.67 / 83
3_5_place_dp: -5.66 / 9.45 / 81
3_3_place_gp: -5.66 / 9.45 / 81
2_1_floorplan: -0.0526 / - / 19
No activity file was given, so power comes from the tool's default toggle rates.
