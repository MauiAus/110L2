## /design/flow/config.mk

```make
export PLATFORM = sky130hd
export DESIGN_NAME = alu_4bit
export DESIGN_NICKNAME = alu_4bit
export VERILOG_FILES = /design/flow/design.v
export SDC_FILE = /design/flow/constraint.sdc
export NUM_CORES = 4
export LEC_CHECK = 1
export CORE_AREA = 10 10 75 75
export DIE_AREA = 0 0 85 85
```

## /design/flow/constraint.sdc

```tcl
current_design alu_4bit

set clk_period 10.2
set clk_io_pct 0.2

create_clock -name clk0 -period $clk_period

set non_clock_inputs [all_inputs -no_clocks]
set_input_delay [expr $clk_period * $clk_io_pct] -clock clk0 $non_clock_inputs
set_output_delay [expr $clk_period * $clk_io_pct] -clock clk0 [all_outputs]
```

## /design/flow/design.v

```verilog
`timescale 1ns / 1ps
module alu_4bit(z,a,b,sel);
	input [7:0]a,b;
	input [2:0]sel;
	output [7:0]z;
	reg [7:0]z;
	always @(sel,a,b)
	begin
	case(sel)
		3'b000: z=a+b;
		3'b001: z=a-b;
		3'b010: z=a || b;
		3'b011: z=a && b;
		3'b100: z=a && 0;
		3'b101: z=a[7:1] && 0;
		3'b110: z=a[2:0] && a[7];
		3'b111: z=a[0] && a[7:1];
	endcase
	end
endmodule
```

## /design/flow/run.sh

```bash
#!/bin/bash
# OpenROAD 26Q1-2900-gdf79404cd8, Yosys 0.63+post, stock flow scripts
make -C /OpenROAD-flow-scripts/flow DESIGN_CONFIG=/design/flow/config.mk WORK_HOME=/design/flow/orfs finish
```

==> Changelog: implementation <==
## Flow update

* Outcome: finished, final reports clean
* Worst min-delay path class: input pin to primary output
* Top delay family on crit path: buffers and inverters
* Placed cells at 165
* Total wire length at 1840 µm
* Final HPWL DP at 1680 µm
* Core ar. at 4060 µm²
* Yosys top cell by instances: nor2_1
* Drt initial violations at 6
* Simple-gate share of the synthesized area at 0.339
* Buf/Inv on CP at 3
* Yosys Instances at 90
* Top Usage Layer GRT: met1
* Final Hold Fails at 0
* Critical path's slowest cell: clkdlybuf4s50_1
* Post-synth area from yosys stat at 609 µm²
* Period utilization at 0.700
* Antenna cells at 0
* Cell area leaders: ha_1, xnor2_1, nor2_1
* Initial antenna violation count at 0
* Final std cells w/o fill at 165
* XOR Share, Synth at 0.113
* Netlist Area Pre-Place at 609 µm²
* Slew Viols, Final at 0
* CP peak stage delay at 0.48 ns
* Cells after Synth at 90
* FF/Latch Area at 0 µm²
* Layout filler cell count at 441
* Flops at 0
* Top cells by count: nor2_1, inv_1, a21oi_1, ha_1, nor3_1
* Critical Path Start Type: input pin
* AO/OA Area Share at 0.248
* Unrepaired setup endpoints after global routing: no
* Post-synth top area cell: ha_1
* Vias in the first global route at 619
* P&R area growth vs syn at 53.4%
* Met2 Usage GRT at 0.0681
* Port Buffers at 27
* Global-route wire length before repair at 2950 µm
* Die Span X at 85 µm
* GR Util met1 at 0.0694
* DR pass1 iterations at 4
* Crit path time final at 7.14 ns
* Grt total ovfl at 0
* Hold_sp: sel[2]
* Mean Syn Cell Area at 6.77 µm²
* # clk buffers at 0
* DR vias/cell at 4.05
* Worst-path fanout max at 6
* Tool warning count at 32
* Hold endpoint: z[0]
* Kind of critical path: input pin to primary output
* Crit path cell chain: clkdlybuf4s50_1 -> nor2_1 -> and2_1 -> mux2_1 -> inv_1 -> ha_1 -> nor2b_1 -> o31ai_2 -> a21oi_1 -> or3_1 -> a21oi_1 -> clkdlybuf4s50_1
* Syn. warnings at 1
* Final setup violation count at 0
* Synth Seq Share at 0
* Routed vias at 669
* Top-area cell share at 0.164
* Setup_tns at 0 ns
* MaxCap Viol Count at 0
* Met3 Resource Use GR at 0.0173
* Wire per inst at 11.2 µm
* Fa+ha+maj area frac at 0.197
* Vert. Die Dim at 85 µm
* Mux share at 0.0349
* DIE AREA at 7230 µm²
* WHS Path Cells at 3
* Final ANT Viol Nets at 0
* Largest net degree at the start of global routing at 10
* P per Cell Area at 51.7 nW/µm²
* Type of destination of the critical path: primary output
* Synth cell types at 32
* GPL Wtd Cong at 0.886
* Crit path depth at 12
* DRC violations left at 0
* Hold_ws at 5.14 ns
* Relative slew margins at 0.704
* Fmax at 0.140 GHz
* Crit path DRT at 8.16 ns
* Utilization after layout at 0.230
* Num ports at 27
* Post-CTS setup buffers at 0
* Fp util at 0.150
* GRT Total Usage at 0.0474
* Layout cells sized above 1 at 0.0435
* CTS resizes at 0
* Hold buffer count at CTS at 0
* Peak supply drop at 0.0116 mV
* Worst slew pin tran at 0.440 ns
* Cell leakage power at 0.000347 µW
* Total power draw at 48.3 µW
* Worst Path Arrival at 5.10 ns
* Rows at 23
* Dominant combinational family: simple AND/OR/NAND/NOR gates
## metal layers
layer,vias up,routed length [µm]
li1,376,-
met1,274,939
met2,19,725
met3,0,176
met4,0,0
met5,-,0
## report_power, final
group	switching [µW]	internal (µW)	leakage, µW
Clock	0	0	0
Combinational	21.3	27.0	0.000347
Sequential	0	0	0
## worst max-delay path by stage
| stage | start | to | slack, ns |
|---|---|---|---|
| CTS | sel[2] | z[7] | 3.02 |
| global route | sel[2] | z[7] | 2.80 |
| finish | sel[2] | z[7] | 3.06 |
## area by class of cell
class,instances,area (µm²),share of cell area
multi-input cells,79,568,0.608
repair buffers,27,270,0.289
well taps,50,62.6,0.0669
inverters,9,33.8,0.0361
## cells by family (layout without fill, tap and decap cells)
group	Yosys count	after routing
mux	2	2
compound gates	23	23
simple gates	38	38
xor+xnor	7	7
fa+ha+maj	9	9
buf+inv	11	36
## per-stage QoR
step	area, µm²	setup slack, ns
after global placement	935	3.08
final	935	3.06
after global routing	935	2.80
after detailed placement	935	3.04
after floorplan	609	4.21
after CTS	935	3.02
## layout by cell type (no fill, tap or decap)
cell type and n:
clkdlybuf4s50_1 27, nor2_1 11, inv_1 9, a21oi_1 8, nor3_1 8, ha_1 8
xnor2_1 6, nor2b_1 3, o21a_1 3, o21ai_0 3, nand3_1 3, nand2_1 3
nor3b_1 2, nor4b_1 2, a21boi_1 2, and2_1 1, mux2_1 1, nor4_2 1
o31ai_2 1, xnor2_2 1, nor3_2 1, a21oi_2 1, or3_1 1, or2_1 1
nor4_1 1, a211oi_1 1, o31ai_1 1, a2bb2oi_1 1, o21ai_1 1, mux2i_1 1
o311ai_1 1, fa_1 1
Power is estimated from default activity; no workload was simulated.
